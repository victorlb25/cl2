<file path="/design/flow/run.sh">
#!/bin/bash
# OpenROAD 26Q1-2900-gdf79404cd8, Yosys 0.63+post, stock flow scripts
make -C /OpenROAD-flow-scripts/flow DESIGN_CONFIG=/design/flow/config.mk WORK_HOME=/design/flow/orfs finish
</file>
<file path="/design/flow/config.mk">
export PLATFORM = sky130hd
export DESIGN_NAME = Lista2Ex5
export DESIGN_NICKNAME = Lista2Ex5
export VERILOG_FILES = /design/flow/design.v
export SDC_FILE = /design/flow/constraint.sdc
export NUM_CORES = 4
export LEC_CHECK = 1
export CORE_UTILIZATION = 50
</file>
<file path="/design/flow/design.v">
module	LCD_CONTENT (	 
					iCLK,iRST_N, week_state,
					LCD_DATA,LCD_RW,LCD_EN,LCD_RS	);
input			iCLK,iRST_N;
input       [2:0] week_state;
output	[7:0]	LCD_DATA;
output			LCD_RW,LCD_EN,LCD_RS;
reg	[5:0]	LUT_INDEX;
reg	[8:0]	LUT_DATA;
reg	[5:0]	mLCD_ST;
reg	[17:0]	mDLY;
reg			mLCD_Start;
reg	[7:0]	mLCD_DATA;
reg			mLCD_RS;
wire		mLCD_Done;
parameter	LCD_INTIAL	=	0;
parameter	LCD_LINE1	=	5;
parameter	LCD_CH_LINE	=	LCD_LINE1+16;
parameter	LCD_LINE2	=	LCD_LINE1+16+1;
parameter	LUT_SIZE	=	LCD_LINE1+32+1;
always@(posedge iCLK or negedge iRST_N)
begin
	if(!iRST_N)
	begin
		LUT_INDEX	<=	0;
		mLCD_ST		<=	0;
		mDLY		<=	0;
		mLCD_Start	<=	0;
		mLCD_DATA	<=	0;
		mLCD_RS		<=	0;
	end
	else
	begin
		if(LUT_INDEX < LUT_SIZE)
		begin
			case(mLCD_ST)
			0:	begin  
					mLCD_DATA	<=	LUT_DATA[7:0];
					mLCD_RS		<=	LUT_DATA[8];
					mLCD_Start	<=	1;
					mLCD_ST		<=	1;
				end
			1:	begin  
					if(mLCD_Done) 
					begin
						mLCD_Start	<=	0;
						mLCD_ST		<=	2;
					end
				end
			2:	begin  
					if(mDLY<18'h3FFFE) 
					mDLY	<=	mDLY+1;
					else
					begin
						mDLY	<=	0;
						mLCD_ST	<=	3;
					end
				end
			3:	begin  
					LUT_INDEX	<=	LUT_INDEX+1; 
					mLCD_ST	<=	0;
				end
			endcase
		end
	end
end
always@(posedge iCLK)  
begin
	case(LUT_INDEX)
		LCD_INTIAL+0:	LUT_DATA	<=	9'h038;  
		LCD_INTIAL+1:	LUT_DATA	<=	9'h00C;  
		LCD_INTIAL+2:	LUT_DATA	<=	9'h001;  
		LCD_INTIAL+3:	LUT_DATA	<=	9'h006;  
		LCD_INTIAL+4:	LUT_DATA	<=	9'h080;  
	endcase
   case(week_state)
		0: case(LUT_INDEX)
			LCD_LINE1+0:	LUT_DATA	<=	9'h144;	 
			LCD_LINE1+1:	LUT_DATA	<=	9'h16F;  
			LCD_LINE1+2:	LUT_DATA	<=	9'h16D;  
			LCD_LINE1+3:	LUT_DATA	<=	9'h169;  
			LCD_LINE1+4:	LUT_DATA	<=	9'h16E;  
			LCD_LINE1+5:	LUT_DATA	<=	9'h167;  
			LCD_LINE1+6:	LUT_DATA	<=	9'h16F;  
		endcase
		1: case(LUT_INDEX)	
			LCD_LINE1+0:	LUT_DATA	<=	9'h153;	 
			LCD_LINE1+1:	LUT_DATA	<=	9'h165;  
			LCD_LINE1+2:	LUT_DATA	<=	9'h167;  
			LCD_LINE1+3:	LUT_DATA	<=	9'h175;  
			LCD_LINE1+4:	LUT_DATA	<=	9'h16E;  
			LCD_LINE1+5:	LUT_DATA	<=	9'h164;  
			LCD_LINE1+6:	LUT_DATA	<=	9'h161;  
			LCD_LINE1+7:	LUT_DATA	<=	9'h120;  
		endcase
		2: case(LUT_INDEX)	
			LCD_LINE1+0:	LUT_DATA	<=	9'h154;	 
			LCD_LINE1+1:	LUT_DATA	<=	9'h165;  
			LCD_LINE1+2:	LUT_DATA	<=	9'h172;  
			LCD_LINE1+3:	LUT_DATA	<=	9'h163;  
			LCD_LINE1+4:	LUT_DATA	<=	9'h161;  
			LCD_LINE1+5:	LUT_DATA	<=	9'h120;  
		endcase
		3: case(LUT_INDEX)	
			LCD_LINE1+0:	LUT_DATA	<=	9'h151;	 
			LCD_LINE1+1:	LUT_DATA	<=	9'h175;  
			LCD_LINE1+2:	LUT_DATA	<=	9'h161;  
			LCD_LINE1+3:	LUT_DATA	<=	9'h172;  
			LCD_LINE1+4:	LUT_DATA	<=	9'h174;  
			LCD_LINE1+5:	LUT_DATA	<=	9'h161;  
			LCD_LINE1+6:	LUT_DATA	<=	9'h120;  
		endcase
		4: case(LUT_INDEX)	
			LCD_LINE1+0:	LUT_DATA	<=	9'h151;	 
			LCD_LINE1+1:	LUT_DATA	<=	9'h175;  
			LCD_LINE1+2:	LUT_DATA	<=	9'h169;  
			LCD_LINE1+3:	LUT_DATA	<=	9'h16E;  
			LCD_LINE1+4:	LUT_DATA	<=	9'h174;  
			LCD_LINE1+5:	LUT_DATA	<=	9'h161;  
			LCD_LINE1+6:	LUT_DATA	<=	9'h120;  
		endcase
		5: case(LUT_INDEX)	
			LCD_LINE1+0:	LUT_DATA	<=	9'h153;	 
			LCD_LINE1+1:	LUT_DATA	<=	9'h165;  
			LCD_LINE1+2:	LUT_DATA	<=	9'h178;  
			LCD_LINE1+3:	LUT_DATA	<=	9'h174;  
			LCD_LINE1+4:	LUT_DATA	<=	9'h161;  
			LCD_LINE1+5:	LUT_DATA	<=	9'h120;  
		endcase
		6: case(LUT_INDEX)	
			LCD_LINE1+0:	LUT_DATA	<=	9'h153;	 
			LCD_LINE1+1:	LUT_DATA	<=	9'h161;  
			LCD_LINE1+2:	LUT_DATA	<=	9'h162;  
			LCD_LINE1+3:	LUT_DATA	<=	9'h161;  
			LCD_LINE1+4:	LUT_DATA	<=	9'h164;  
			LCD_LINE1+5:	LUT_DATA	<=	9'h16F;  
			LCD_LINE1+6:	LUT_DATA	<=	9'h120;  
		endcase
	endcase
end
LCD_Controller 		u0	(	 
							.iDATA(mLCD_DATA),
							.iRS(mLCD_RS),
							.iStart(mLCD_Start),
							.oDone(mLCD_Done),
							.iCLK(iCLK),
							.iRST_N(iRST_N),
							.LCD_DATA(LCD_DATA),
							.LCD_RW(LCD_RW),
							.LCD_EN(LCD_EN),
							.LCD_RS(LCD_RS)	);
endmodule
module LCD_Controller (
input [7:0] iDATA,
input iRS,
input iStart,
output reg oDone,
input iCLK,iRST_N,
output [7:0] LCD_DATA,
output LCD_RW,
output reg LCD_EN,
output LCD_RS    );
parameter    CLK_Divide    =    16;
reg        [4:0]    Cont;
reg        [1:0]    ST;
reg        preStart,mStart;
assign    LCD_DATA    =    iDATA;
assign    LCD_RW        =    1'b0;
assign    LCD_RS        =    iRS;
always@(posedge iCLK or negedge iRST_N)
begin
    if(!iRST_N)
    begin
        oDone    <=    1'b0;
        LCD_EN    <=    1'b0;
        preStart<=    1'b0;
        mStart    <=    1'b0;
        Cont    <=    0;
        ST        <=    0;
    end
    else
    begin
        preStart<=    iStart;
        if({preStart,iStart}==2'b01)
        begin
            mStart    <=    1'b1;
            oDone    <=    1'b0;
        end
        if(mStart) 
        begin
            case(ST)  
            0:    ST    <=    1;     
            1:    begin
                    LCD_EN    <=    1'b1;
                    ST        <=    2;
                end
            2:    begin
                    if(Cont<CLK_Divide)
                    Cont    <=    Cont + 1'b1;
                    else
                    ST        <=    3;
                end
            3:    begin
                    LCD_EN    <=    1'b0;
                    mStart    <=    1'b0;
                    oDone    <=    1'b1;
                    Cont    <=    0;
                    ST        <=    0;
                end
            endcase
        end
    end
end
endmodule
module LCD_Reset_Delay( input iCLK, input FORCE_RESET, output reg oRESET);
reg    [19:0]    Cont = 0;
always@(posedge iCLK, negedge FORCE_RESET)
begin
    if (!FORCE_RESET) Cont <= 0; else begin
		 if(Cont!=20'hFFFFF)
		 begin
			  Cont    <=    Cont + 1'b1;
			  oRESET    <=    1'b0;
		 end
		 else
		 oRESET    <=    1'b1;
	 end
end
endmodule
module Lista2Ex5(
  input CLOCK_50,     
  input [5:0]SW,
  output LCD_ON,     
  output LCD_BLON,     
  output LCD_RW,     
  output LCD_EN,     
  output LCD_RS,     
  inout [7:0] LCD_DATA     
);
wire DLY_RST;
reg [2:0] week_state = 3'd0;
LCD_Reset_Delay r0(.iCLK(CLOCK_50),.FORCE_RESET(SW),.oRESET(DLY_RST));
assign LED0 = DLY_RST;
assign    LCD_ON        =    1'b1;
assign    LCD_BLON    =    1'b1;
LCD_CONTENT u1(
   .iCLK(CLOCK_50),
   .iRST_N(DLY_RST),
	.week_state(week_state),
   .LCD_DATA(LCD_DATA),
   .LCD_RW(LCD_RW),
   .LCD_EN(LCD_EN),
   .LCD_RS(LCD_RS)
);
endmodule
</file>
<file path="/design/flow/constraint.sdc">
current_design Lista2Ex5

set clk_period 2.0
set clk_io_pct 0.2

create_clock -name clk0 -period $clk_period [get_ports {CLOCK_50}]

set non_clock_inputs [all_inputs -no_clocks]
set_input_delay [expr $clk_period * $clk_io_pct] -clock clk0 $non_clock_inputs
set_output_delay [expr $clk_period * $clk_io_pct] -clock clk0 [all_outputs]
</file>
==> impl_metrics.tcl <==
# yosys + openroad results
set metrics [dict create \
    status "stopped before the end" \
    failing_step "clock tree synthesis (4_1_cts)" \
    tool.error "[error] [KeplerFormal.cpp:679] Workflow failed: Iso has multiple drivers: .LCD_DATA6, LCD_DATA[6]$_DFFE_PN0P_.Q0" \
    clockRootBuffer "clkbuf_8" \
    cts_buffers 9 \
    flop_cell "dfrtp_1" \
    aoi_share_pct 14.7 \
    numPortBuffers 3 \
    post-cts-setup-buffer-count 0 \
    syn_area_mm2 0.00396 \
    ioPinCount 20 \
    yosysUniqueCellTypes 59 \
    yosys-stat-area_mm2 0.00396 \
    syn_inst 391 \
    ctsResizeCount 0 \
    ys_warn_count 6 \
    gp_congestion 0.858 \
    ys_ff 79 \
    xor_share_pct 3.10 \
    ys_cells 391 \
    rows 32 \
    postCtsHoldBufs 0 \
    async_reset_ff_share_pct 88.6 \
    dp_hpwl_mm 4.60 \
    placed_cell_area_mm2 0.00414 \
    synth-simple-area-share_pct 19.7 \
    fp_util_pct 51.5 \
    synth.logic.top_family "simple AND/OR/NAND/NOR gates" \
    cts_num_sinks 79 \
    die_y_um 91.0 \
    die_x_um 91.0 \
    dpl.cell_count 493 \
    synth-edff-count 9 \
    mux_share_pct 4.80 \
    htree_levels 3 \
    avgSynthCellArea_um2 10.1 \
    clockBufferDepth 2 \
    adder_share_pct 2.21 \
    yosysSeqAreaShare_pct 51.1 \
]
==> logic make-up after synthesis <==
| kind of cell | count (synthesis) |
|---|---|
| compound gates | 86 |
| xor+xnor | 14 |
| fa+ha+maj | 7 |
| buf+inv | 31 |
| flops | 79 |
| mux | 17 |
| other cells | 2 |
| simple gates | 155 |
==> synthesized netlist by cell type (4+ instances only) <==
library cell,instances,area share (%)
dfrtp_1,68,43
nand2_1,51,4.8
nand3_1,26,3.3
nor2_1,26,2.5
a21oi_1,22,2.8
o21ai_0,21,2.7
mux2_2,16,4.5
nor3_1,11,1.4
inv_1,10,0.95
xnor2_1,10,2.2
a31oi_1,9,1.4
edfxtp_1,9,6.8
and2_1,8,1.3
clkbuf_1,8,0.76
ha_1,7,2.2
nand4_1,7,1.1
buf_2,5,0.63
buf_4,5,0.95
a41oi_1,4,0.88
nand2b_1,4,0.63
nor4_1,4,0.63
o31ai_1,4,0.76
xor2_1,4,0.88
==> stage by stage <==
| stage | setup slack [ns] | total power (W) |
|---|---|---|
| global placement | 0.121 | 0.00169 |
| floorplan | 0.140 | 0.00167 |
| detailed placement | 0.146 | 0.00169 |
Power is estimated from default activity; no workload was simulated.
